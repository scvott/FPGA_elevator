===== run.sh =====
#!/bin/bash
# OpenROAD 26Q1-2900-gdf79404cd8, Yosys 0.63+post, stock flow scripts
make -C /OpenROAD-flow-scripts/flow DESIGN_CONFIG=/design/flow/config.mk WORK_HOME=/design/flow/orfs finish

===== config.mk =====
export PLATFORM = sky130hd
export DESIGN_NAME = seven_seg
export DESIGN_NICKNAME = seven_seg
export VERILOG_FILES = /design/flow/design.v
export SDC_FILE = /design/flow/constraint.sdc
export NUM_CORES = 4
export LEC_CHECK = 1
export CORE_AREA = 10 10 70 70
export DIE_AREA = 0 0 80 80

===== constraint.sdc =====
current_design seven_seg

set clk_period 2.0
set clk_io_pct 0.2

create_clock -name clk0 -period $clk_period

set non_clock_inputs [all_inputs -no_clocks]
set_input_delay [expr $clk_period * $clk_io_pct] -clock clk0 $non_clock_inputs
set_output_delay [expr $clk_period * $clk_io_pct] -clock clk0 [all_outputs]

===== design.v =====
module seven_seg ( oSEG7 , d1 ) ;
	input [3:0]    d1 ;
	output [6:0] oSEG7;
	reg [6:0] oSEG7;
	always @ (*) begin
		if 		( d1 == 0 ) oSEG7 = 7'b1000000 ;
		else if ( d1 == 1 ) oSEG7 = 7'b1111001 ;
		else if ( d1 == 2 ) oSEG7 = 7'b0100100 ;
		else if ( d1 == 3 ) oSEG7 = 7'b0110000 ;
		else if ( d1 == 4 ) oSEG7 = 7'b0011001 ;
		else if ( d1 == 5 ) oSEG7 = 7'b0010010 ;
		else if ( d1 == 6 ) oSEG7 = 7'b0000010 ;
		else if ( d1 == 7 ) oSEG7 = 7'b1111000 ;
		else if ( d1 == 8 ) oSEG7 = 7'b0000000 ;
		else if ( d1 == 9 ) oSEG7 = 7'b0010000 ;
		else oSEG7 = 7'b1111111 ;
	end
endmodule

==> summary.txt <==
Implementation results

The longest incremental delay of any stage on the critical path is reported as 0.49 ns. The final layout contains routed wiring with a total length of about 630 um. The script reports the combined buffer and inverter count of the critical path as 3. The report lists the power per cell area as 183 nW/um^2. The number of design-rule violations left by the first detailed-router iteration is 23.

The biggest area contributor in the post-synthesis netlist is or4b_4. The compound-cell area share of the yosys netlist is 0.420. Yosys attributes the largest share of cell area to or4b_4 8.4%, buf_6 6.9%, buf_2 6.1%. The antenna violation net count after detailed routing is 0. The share of the synthesized netlist area taken by xor and xnor gates is 0. Entering global routing, the biggest net connects 9 pins.

The DRC violation count after routing is 0. For this configuration, the core starts out at a cell density of 0.0480. Summed over all layers, the global routing overflow is 0. The count of clock buffers in the final design is 0.

The internal power of the cells totals 40.3 uW. The detail-routed net length per standard cell is 7.57 um. The routed length on met2 is 237 um.

The mean instance size in the synthesized netlist is 6.83 um^2. The detailed-route via count is 216. The path class of the lowest-slack min-delay path is primary input to output port.

The total length of routed met3 wires is between 100 and 150 um. The chip width is 80 um. The post-synthesis sequential area ratio is 0. In this run the count of I/O pins placed on the die edge is 11. In the finished design, the share of the clock period the worst path needs comes to 0.954. Across all hold checks on the routed design, the worst slack comes to 1.17 ns. The highest metal layer used by the detailed router is met3. RePlAce ended its routability-driven mode at a weighted congestion of 0.712.

Setup repair after global routing left no endpoint under its margin. The cell count listed in synth_stat.txt is 24. The transition at the pin with the smallest max-transition slack is 0.255 ns.

Of all nets on the critical path, the largest fanout is 8. At the placement stage, the worst setup path has a slack of -0.499 ns. The final number of max-transition violations is 0.

The synthesis report lists the Yosys warning total as 1. The synthesized-area fraction occupied by adder cells is 0. The via count of the first global-routing pass was 209. Setup slack on the critical path of the routed design comes to between 0.09 and 0.1 ns. The clock power share is 0.

The script logs the ratio of routed vias to standard cells as 2.60. The number of maximum-capacitance violations is 0. The design draws 63.8 uW. The first detailed-routing pass ran for 2 iterations. Counting instances in the post-synthesis netlist gives the leading cell types as 2 x buf_2, 2 x inv_1, 2 x nand2_1, 2 x nand3_1, 2 x o21ai_0. The signal arrival time at the worst endpoint is 1.51 ns. The area recorded from the Yosys report for this design is 164 um^2. The standard cell core area is approximately 3400 um^2. The number of distinct standard cells referenced by the synthesized netlist is 19. The required time at the worst-slack endpoint is 1.60 ns. The final standard cell area without fillers is 348 um^2. Measured along the y axis, the die boundary spans 80 um.

The area growth from synthesis to layout is 112%. The cell row count is 21. For reference, the most critical setup path is categorized as primary input to output port. STA classifies the critical path endpoint as an output port. The share of synthesized area in the top cell type comes to 0.0840. In the final report, the number of hold violations comes to 0. The cell area after technology mapping is 164 um^2.

The floorplan die area is roughly 6400 um^2. OpenROAD emitted warnings numbering 32. For reference, the mux area share after synthesis is 0.0611. The placement stage leaves a total instance area of 348 um^2. The clock period minus final worst setup slack is about 1.9 ns.

The wire length on met1 is 289 um. The worst slew margin relative to its limit is 0.828. The count of input and output buffers is 11. The portion of total power attributed to combinational logic is 1.000. Per STA, the worst path accumulates the most delay in the family buffers and inverters. The analysis attributes to net switching a power of 23.5 uW. The total leakage power is 0.000143 uW. The combined global-route utilization of all metal layers is 0.0178. The total negative setup slack is 0 ns.

The highest clock rate this design can be run at is ~520 MHz. In this run the VDD rail shows a maximum IR drop of 0.0206 mV. The report puts the hold buffer count at CTS at 0.

The first global-routing pass estimated 945 um of wire. The flow ran to the end, and the final reports show no timing, DRC or antenna violations. The share of cells above drive strength 1 is 0.405. Of the total synthesized cell area, the portion taken by AND, OR, NAND and NOR gates is 0.344. The number of instances in the synthesized netlist is 24.

The number of setup buffers added after CTS is 0. The startpoint type of the worst setup path is a primary input. The count of sequential standard cells is 0. The count of final setup violators is 0. The storage element area is 0 um^2. The power share of the sequential group is 0. The critical path goes through buf_2, buf_4, o21ba_2, o221ai_2, clkdlybuf4s50_1.

According to the dpl log, the detail-placed design has an HPWL of ~520 um. Among the non-sequential cells, AND-OR/OR-AND gates take the most area. The highest-delay cell along the critical path is clkdlybuf4s50_1.

The number of antenna cells inserted is 0. The switching portion of total power comes to 0.368. The number of antenna violations at the first check in global routing is 0.
## metrics by stage
step / utilization / std cells
2_1_floorplan: - / 24
3_3_place_gp: 0.102 / 83
3_5_place_dp: 0.102 / 83
4_1_cts: 0.0993 / 83
5_1_grt: 0.102 / 83
6_report: 0.102 / 83
## worst paths after layout
path | from | end | slack (ns) | depth (start not counted)
min | d1[1] | oSEG7[0] | 1.17 | 4
max | d1[2] | oSEG7[5] | 0.09 | 5
## layer usage
metal | global-route usage | up-vias
met5 | 0 | -
met1 | 0.0211 | 91
met2 | 0.0297 | 8
met3 | 0.00909 | 0
li1 | - | 117
met4 | 0 | 0
## cells in the final DEF, fill, tap and decap left out
cell,instances
a21boi_0,1
a21oi_1,1
buf_2,3
buf_4,5
buf_6,1
clkdlybuf4s50_1,4
dlygate4sd2_1,2
dlymetal6s2s_1,1
inv_1,2
mux2i_1,1
nand2_1,2
nand3_1,1
nand3_2,1
nand4_1,1
nor2_1,1
o211ai_1,1
o21ai_0,2
o21ba_2,1
o221ai_2,1
o22a_2,1
o2bb2a_1,1
or3_1,1
or3b_4,1
or4b_4,1
## final cells by class
class	instances	area, um^2
Fill cell	413	3070
Inverter	2	7.51
Multi-Input combinational cell	19	149
Tap cell	46	57.6
Timing Repair Buffer	16	134
## cells by family (layout without fill, tap and decap cells)
family          after synthesis  in the layout
buf+inv                       5             18
compound gates                9              9
mux                           1              1
simple gates                  9              9
## power by group through the flow
stage / Combinational (uW) / Sequential (uW) / Clock (uW)
after global routing: 72.1 / 0 / 0
after CTS: 65.2 / 0 / 0
final: 63.8 / 0 / 0
## repair_timing
| action | in CTS | in global routing |
|---|---|---|
| pin swaps | 3 | 2 |
| setup endpoints to repair | 7 | 2 |
| resized | 22 | 2 |
| cloned | 0 | 0 |
No activity file was given, so power comes from the tool's default toggle rates.
